<file path="flow/config.mk">
export PLATFORM = sky130hd
export DESIGN_NAME = main
export DESIGN_NICKNAME = main
export VERILOG_FILES = /design/flow/design.v
export SDC_FILE = /design/flow/constraint.sdc
export NUM_CORES = 4
export LEC_CHECK = 1
export CORE_AREA = 10 10 97 97
export DIE_AREA = 0 0 107 107
export SYNTH_MEMORY_MAX_BITS = 65536
</file>
<file path="flow/constraint.sdc">
current_design main

set clk_period 1.5
set clk_io_pct 0.2

create_clock -name clk0 -period $clk_period [get_ports {CLK}]

set non_clock_inputs [all_inputs -no_clocks]
set_input_delay [expr $clk_period * $clk_io_pct] -clock clk0 $non_clock_inputs
set_output_delay [expr $clk_period * $clk_io_pct] -clock clk0 [all_outputs]
</file>
<file path="flow/design.v">
module julia_calc(
    input signed [31:0]ZR,
    input signed [31:0]ZI,
    input signed  [31:0]CR,
    input signed  [31:0]CI,
    input CALC_START,
    input CLK,
    input RST,
    output signed [31:0]CALC_NUM,
    output CALC_END
);
localparam mul = 8192;   
localparam limit = 100;
reg [11:0] i;
localparam target = (2*2)*mul*mul;
reg calc_end =0;
reg signed [31:0]result =0;
reg signed [31:0]dbg;
assign CALC_NUM = result;
assign CALC_END = calc_end;
function [31:0]abs;
    input [31:0]R1;
    input [31:0]I1;
    integer r,i;
    begin
        r = R1*R1;
        i = I1*I1;
        abs = r+i;
    end
endfunction
reg signed [31:0] znextr;
reg signed [31:0] znexti;
reg [3:0] state;
localparam STATE_CALC = 4'b0001;
localparam STATE_END  = 4'b1000;
always @(posedge CALC_START) begin
    state <= STATE_CALC;
    i <= 0;
    znextr <= ZR;
    znexti <= ZI;
    calc_end <= 0;
end
always @(posedge CLK) begin
    if (RST)begin
        state <= STATE_END;
    end else if (state == STATE_CALC)begin
        dbg <= abs(znextr,znexti);
        if(i<limit && abs(znextr,znexti)<target) begin
            znextr <= (((znextr**2)-(znexti**2)))/mul +CR;
            znexti <= (2*(znextr*znexti))/mul +CI;
            i = i+1;
        end else begin
            state <= STATE_END;
            znextr <= znextr;
            znexti <= znexti;
            calc_end <= 1;
            result <= i;
        end
    end
end
endmodule  
module main(
    input CLK,
    input RST,
    output PCK,
    output HS,
    output VS,
    output reg [5:0]R,
    output reg [5:0]G,
    output reg [5:0]B
);
parameter VPERIOD  = 10'd112;
parameter VFRONT   = 10'd16;
parameter VWIDTH   = 10'd96;
parameter VBACK    = 10'd0;
parameter HPERIOD  = 10'd507;
parameter HFRONT   = 10'd107;
parameter HWIDTH   = 10'd400;
parameter HBACK    = 10'd0;
wire ENABLE_MEM;
wire [9:0]  HCNT;
wire [9:0]  VCNT;
syncgen syncgen(
    .CLK(CLK),
    .RST(RST),
    .PCK(PCK),
    .HS(HS),
    .VS(VS),
    .ENABLE_MEM(ENABLE_MEM),
    .HCNT(HCNT),
    .VCNT(VCNT)
);
julia_calc julia_calc1(
    .CLK(CLK),
    .ZR(ZR[0]),
    .ZI(ZI[0]),
    .CR(CR[0]),
    .CI(CI[0]),
    .CALC_START(CALC_START[0]),
    .RST(RST),
    .CALC_NUM(CALC_NUM[0]),
    .CALC_END(CALC_END[0])
);
(* RAM_STYLE="BLOCK" *) reg [17:0]mem[1:0][HWIDTH:0];
wire [1:0]mem_select;
assign mem_select = VCNT[0];
always @(posedge PCK) begin
    if((HCNT >= HFRONT && HCNT <= HPERIOD) && (VCNT >= VFRONT && VCNT <= VPERIOD))begin
        R <= mem[mem_select][HCNT - HFRONT][17:12];
        G <= mem[mem_select][HCNT - HFRONT][11:6];
        B <= mem[mem_select][HCNT - HFRONT][5:0];
    end else begin
        R <= 6'h00;
        G <= 6'h00;
        B <= 6'h00;
    end
end
reg signed [31:0]ZR[1:0];
reg signed [31:0]ZI[1:0];
reg signed [31:0]CR[1:0];
reg signed [31:0]CI[1:0];
reg [9:0] calc_x;
reg CALC_START[1:0];
wire CALC_END[1:0];
wire signed [31:0]CALC_NUM[1:0];
localparam STATE_WAIT           = 4'd1;
localparam STATE_SETTING        = 4'd2;
localparam STATE_CALC           = 4'd3;
localparam STATE_JUDGE_CONTINUE = 4'd4;
reg [3:0] state;
localparam MUL = 8192;
integer i,j,k;
always @(posedge CLK) begin
    if (RST)begin
        for (i = 0;i<= 1; i=i+1) begin
            for (j = 0;j<= HWIDTH; j=j+1) begin
                mem[i][j] <= 17'h00000;
            end
        end
        for (k = 0;k< 2; k=k+1) begin
            CALC_START[k] <=0;
            ZR[k] <= 0;
            ZI[k] <= 0;
            CR[k] <= 0;
            CI[k] <= 0;
        end
        calc_x <= 0;
        state <= STATE_WAIT;
    end else begin
        if(state == STATE_WAIT)begin
            if(HS == 1)begin
                state <= STATE_SETTING;
            end
        end else if(state == STATE_SETTING)begin
            if(VCNT < VFRONT-1)begin
                state <= STATE_WAIT;
            end else begin
                ZR[0] <= (calc_x*MUL)/HWIDTH;
                ZI[0] <= (((VCNT-VFRONT)+1)*MUL)/VWIDTH;
                CR[0] <= -0.04*MUL;
                CI[0] <= -0.695*MUL;
                CALC_START[0] <= 1;
                state <= STATE_CALC;
            end
        end else if(state == STATE_CALC && CALC_END[0] == 1)begin
            CALC_START[0] <= 0;
            mem[~(VCNT[0])][calc_x] <= {CALC_NUM[0][7:2],6'h00,6'h00};
            if(calc_x < HWIDTH-1)begin
                calc_x <= calc_x + 1;
            end else begin
                calc_x <= 0;
            end
            state <= STATE_JUDGE_CONTINUE;
        end else if(state == STATE_JUDGE_CONTINUE)begin
            if(calc_x == 0)begin
                state <= STATE_WAIT;
            end else begin
                state <= STATE_SETTING;
            end
        end
    end
end
endmodule  
module syncgen(
    input               CLK,
    input               RST,
    output  reg         PCK,
    output  reg         HS,
    output  reg         VS,
    output  reg         ENABLE_MEM,
    output  reg [9:0]   HCNT,
    output  reg [9:0]   VCNT
);
parameter VPERIOD  = 10'd112;
parameter VFRONT   = 10'd16;
parameter VWIDTH   = 10'd96;
parameter VBACK    = 10'd0;
parameter HPERIOD  = 10'd507;
parameter HFRONT   = 10'd107;
parameter HWIDTH   = 10'd400;
parameter HBACK    = 10'd0;
wire vcntend = (VCNT == VPERIOD+10'd1);
wire hcntend = (HCNT == HPERIOD+10'd1);
reg[6:0] PCK_cnt;
wire PCK_cntend = (PCK_cnt == 7'd73);    
always @(posedge CLK) begin
    ENABLE_MEM <=   (VCNT < VFRONT)? 1:
                    (HCNT < HFRONT)? 1:0;
    HS <= hcntend;
    VS <= vcntend;
end
always @(posedge CLK)begin
    if(RST) begin
        PCK_cnt <= 7'd0;
        PCK <= 0;
    end else begin 
        if(PCK_cntend)begin
            PCK_cnt <= 7'd0;
            PCK <= ~PCK;
        end else
            PCK_cnt <= PCK_cnt + 7'd1;
    end
end
always @(posedge PCK or posedge RST) begin
    if(RST)begin
        HCNT = 10'd0;
    end else if(PCK)begin
        if(hcntend | vcntend)
            HCNT <= 10'd0;
        else
            HCNT <= HCNT + 10'd1;
    end
end
always @(posedge PCK or posedge RST) begin
    if(RST)begin
        VCNT = 10'd0;
    end else if(PCK)begin
        if(vcntend)
            VCNT <= 10'd0;
        else if(hcntend)
            VCNT <=VCNT + 10'd1;
    end
end
endmodule  
</file>
<file path="flow/run.sh">
#!/bin/bash
# OpenROAD 26Q1-2900-gdf79404cd8, Yosys 0.63+post, stock flow scripts
make -C /OpenROAD-flow-scripts/flow DESIGN_CONFIG=/design/flow/config.mk WORK_HOME=/design/flow/orfs finish
</file>
==> results.toml <==
# flow metrics
[timing]
fin_crit_sh_pct = 91.9
finalHoldViolations = 0
fin_ws_ps = 122
rsz0062_at_grt = "false"
fmax_mhz = 726
min_period_ps = 1380
finalMaxSlewViolations = 0
worstMarginPinSlew_ps = 507
unclocked_regs = 20
whs_ps = 465
setup_violations = 0
finClkSkew_ps = 1.34
relSlewSlack_pct = 65.9
untimed_endpoints = 22
tns_ps = 0

[synth]
top_area_cell = "dfrtp_1"
edf_count = 0
ys_types = 33
ys_chip_area_sq_um = 1530
yosys_warnings = 115
avgSynthCellArea_sq_um = 9.89
ys_cells = 155
async_flop_share_pct = 66.7
top_cells_by_area = "dfrtp_1 (33%), dfxtp_1 (13%), buf_4 (8.8%)"
most_common_cell = "nor2_1"
common_cells = "nor2_1 (26), dfrtp_1 (20), buf_4 (18)"
top_cell_area_share_pct = 32.7
ys_seq_share_pct = 45.7
synth_cells = 155
synthesis.area_sq_um = 1530
synthFlopType = "dfrtp_1"
numSynthFlops = 30

[placement]
gp_congestion = 0.822
dp_slack_ps = 250
dp_hpwl_mm = 1.85
portBuffers = 4
dpl_cell_area_sq_um = 1630
placedCellCount = 257

[detailed_routing]
drt_iter0_drc = 51
wire_per_inst_microns = 9.62
vias = 981
first_pass_iters = 4
drc = 0
ant_nets = 0
viasPerCell = 3.77
antenna_cells = 0
drt-total-wl_mm = 2.50

[power]
power_density_nw_per_um2 = 349
power_uw = 582
leakagePower_nw = 0.712
ir_worst_vdd_v = 0.000527

[run]
warning_count = 28
drv_cap = 0

[clock_network]
cts_tree = "yes"
clock_latency_ps = 230
cts_resized = 0
cts.clk_slew.worst_paths_ps = 40
cts_root_buf = "clkbuf_8"
cts_buffer_depth = 2
cts_buffers = 3
cts_setup_buffers = 0
htreeDepth = 1
cts_hold_buf = 0

[grt]
grt_pass1_vias = 987
grt_pass1_wl_mm = 4.38
track_usage_pct = 4.38
antenna_found_initial = 0
grt_max_degree = 22
grt.overflow.total = 0

[floorplanning]
die_w_microns = 107
core_sq_um = 7290
num_rows = 31
initial_utilization_pct = 21.0
ios = 23
die_area_sq_um = 11400
die_h_microns = 107

[critical_path]
crit_required_ps = 1200
slowest_stage = "clkdlybuf4s50_1"
cpPeakStageDelay_ps = 490
arrival_ps = 1080
start_kind = "flip-flop"
end_kind = "output port"
path_buffers = 1
cp_cell_sequence = "clkdlybuf4s50_1"
path_max_fanout = 2
cp_top_family = "buffers and inverters"
crit_type = "reg -> out"
ff2ff_setup_slack_ps = 260

[outcome]
status = "completed"

[finish]
instances_no_fill = 260
fillers = 838
final_area_sq_um = 1670
flop_area_sq_um = 701
mi_logic_area_sq_um = 719
drive_gt1_share_pct = 7.45
post-route-util_pct = 22.9
syn2layout_area_growth_pct = 8.73

[worst_hold_path]
holdCritPathClass = "reg -> reg"
-- logic make-up after synthesis --
kind of cell    synth area share, %
compound gates                 1.71
xor+xnor                       10.9
fa+ha+maj                      4.90
buf+inv                        11.5
flops                          45.7
mux                            2.20
other cells                   0.245
simple gates                   22.9
-- flip-flops by register name, summed over array words and instances, names as in the netlist --
| signal | count |
|---|---|
| syncgen.PCK | 1 |
| syncgen.VS | 1 |
| syncgen.HS | 1 |
| syncgen.VCNT | 10 |
| syncgen.HCNT | 10 |
| syncgen.PCK_cnt | 7 |
-- placed cells by master (no fill, tap or decap), types with 2 or more instances in the layout --
cell type | netlist | final
nand4_1 | 4 | 4
and4_1 | 2 | 2
inv_1 | 7 | 7
xor2_1 | 9 | 9
buf_4 | 18 | 2
ha_1 | 6 | 6
dfxtp_1 | 10 | 10
clkbuf_8 | 0 | 3
nand3_1 | 10 | 10
nor2_1 | 26 | 26
conb_1 | 1 | 18
and3_1 | 3 | 3
clkdlybuf4s50_1 | 0 | 4
mux2_2 | 3 | 3
nand2_1 | 6 | 6
nor3_1 | 3 | 3
xnor2_1 | 10 | 10
dfrtp_1 | 20 | 20
-- worst paths after layout --
kind,start,end,cells after the start
max reg2reg,syncgen.PCK_cnt[2],syncgen.PCK_cnt[2],4
max,syncgen.PCK,PCK,1
min reg2reg,syncgen.PCK_cnt[0],syncgen.PCK_cnt[0],1
min,syncgen.PCK_cnt[0],syncgen.PCK_cnt[0],1
-- routing by layer --
metal	vias up	global-route usage (%)	routed length, microns
li1	492	-	-
met1	465	5.98	1230
met2	22	7.42	1180
met3	2	0.788	79
met4	0	0.290	7
met5	-	0	0
-- layout make-up --
class,count,area share (%)
clock buffers,3,2.48
repair buffers,6,3.30
flip-flops and latches,30,42.0
inverters,7,1.58
well taps,99,7.43
multi-input cells,115,43.2
-- power by group --
part	total [mW]	internal (mW)	switching, mW
logic	0.0350	0.0116	0.0234
clock network	0.268	0.175	0.0930
registers	0.279	0.273	0.00631
Power figures rest on the tool's default switching activity, not on a simulated workload.
